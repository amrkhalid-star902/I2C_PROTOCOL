## flow/design.v

```verilog
`timescale 1ns / 1ps
module I2C_Protocol(
    input clk,
    input rst,
    input newd,
    input ack,
    input wr,
    output scl,
    inout sda,  
    input [7:0] wdata,
    output reg [6:0] addr,
    output reg done
    );
    reg sda_en=0;
    reg sclt,sdat,donet;
    reg [7:0] rdata;
    reg [7:0] addrt;
    parameter idle=0, check_wr=1,start=2,wsend_addr=3,waddr_ack=4,
    wsend_data=5,wdata_ack=6,wstop=7,rsend_addr=8,raddr_ack=9,
    rsend_data=10,rdata_ack=11,rstop=12;
    reg [3:0] state=idle;
    reg sclk_ref=0;
    integer count=0;
    integer i=0;
    always@(posedge clk)
    begin
        if(count < 10)
        begin
            count <= count+1;
        end
        else
        begin
            count    <=0;
            sclk_ref <=~sclk_ref;
        end
    end
    always@(posedge sclk_ref , posedge rst)
    begin
        if(rst == 1'b1)
        begin
            sclt  <=1'b0;
            sdat  <=1'b0;
            donet <=1'b0;
        end
        else
        begin
            case(state)
                idle :
                begin
                    sdat   <=1'b0;
                    done   <=1'b0;
                    sda_en <=1'b1;
                    sclt   <=1'b1;
                    sdat   <=1'b1;
                    if(newd==1'b1)
                        state <=start;
                    else
                        state <=idle;    
                end
                start:
                begin
                    sdat   <=1'b0;
                    sclt   <=1'b1;
                    state  <=check_wr;   
                    addrt  <={addr,wr};
                end
                check_wr:
                begin
                    if(wr == 1'b1)
                    begin
                        state <= wsend_addr;
                        sdat  <= addrt[0];
                        i     <=1;
                    end
                    else
                    begin
                        state <=rsend_addr;
                        sdat  <=addrt[0];
                        i<=1;
                    end
                end
                wsend_addr:
                begin
                    if(i <= 7)
                    begin
                        sdat <=addrt[i];
                        i    <= i+1;
                    end
                    else
                    begin
                        i     <=0;
                        state <=waddr_ack;
                    end
                end
                waddr_ack:
                begin
                    if(ack == 1'b1)
                    begin
                        state <=wsend_data;
                        sdat  <=wdata[0];
                        i     <=i+1;
                    end
                    else
                        state <=waddr_ack;
                end
                wsend_data:
                begin
                    if(i <=7)
                    begin
                        i    <= i+1;
                        sdat <=wdata[i];
                    end
                    else
                    begin
                        i     <=0;
                        state <= wdata_ack;
                    end
                end
                wdata_ack:
                begin
                    if(ack == 1'b1)
                    begin
                        state <=wstop;
                        sdat  <=1'b0;
                        sclt  <=1'b1;
                    end
                    else
                        state <=wdata_ack;
                end
                wstop:
                begin
                    sdat  <=1'b1;
                    state <=idle;
                    done  <=1'b1;
                end
                rsend_addr:
                begin
                    if( i <=7)
                    begin
                        sdat <=addrt[i];
                        i    <= i+1;
                    end
                    else
                    begin
                        i     <=0;
                        state <=raddr_ack;
                    end
                end 
                raddr_ack:
                begin
                    if (ack == 1'b1)
                    begin
                        state  <=rsend_data;
                        sda_en <=1'b0;  
                    end
                    else
                        state <=raddr_ack;
                end
                rsend_data:
                begin
                    if(i <= 7)
                    begin
                        i        <= i+1;
                        state    <=rsend_data;
                        rdata[i] <=sda;
                    end
                    else
                    begin
                        i  <=0;
                        state <= rstop;
                        sclt  <=1'b1;
                        sdat  <=1'b0;
                    end
                end
                rstop:
                begin
                    sdat  <=1'b1;
                    state <=idle;
                    done  <=1'b1;
                end
            default : state <=idle;    
            endcase
        end
    end
    assign scl =((state == start) || (state == wstop) || (state == 
    rstop))? sclt : sclk_ref;
    assign sda =(sda_en == 1'b1) ? sdat : 1'bz;
endmodule
```

## flow/run.sh

```bash
#!/bin/bash
# OpenROAD 26Q1-2900-gdf79404cd8, Yosys 0.63+post, stock flow scripts
make -C /OpenROAD-flow-scripts/flow DESIGN_CONFIG=/design/flow/config.mk WORK_HOME=/design/flow/orfs finish
```

## flow/config.mk

```make
export PLATFORM = sky130hd
export DESIGN_NAME = I2C_Protocol
export DESIGN_NICKNAME = I2C_Protocol
export VERILOG_FILES = /design/flow/design.v
export SDC_FILE = /design/flow/constraint.sdc
export NUM_CORES = 4
export LEC_CHECK = 1
export CORE_UTILIZATION = 40
```

## flow/constraint.sdc

```tcl
current_design I2C_Protocol

set clk_period 6.3
set clk_io_pct 0.2

create_clock -name clk0 -period $clk_period [get_ports {clk}]

set non_clock_inputs [all_inputs -no_clocks]
set_input_delay [expr $clk_period * $clk_io_pct] -clock clk0 $non_clock_inputs
set_output_delay [expr $clk_period * $clk_io_pct] -clock clk0 [all_outputs]
```

==> deck_impl_summary.md <==
Key Metrics from the Run

Logic synthesis
  – Sequential share of the synthesized area: 0.4456
  – Yosys cell types: 55
  – Post-Syn Area: 4178 sq um
  – Synthesized area per cell: 8.984 sq um
  – Synthesis Warnings: 9
  – Count of library flops with an enable pin: 39
  – Ys flops: 73
  – Syn Inst Count: 465
  – Top area cell types: edfxtp_1, dfxtp_1, xnor2_1
  – Top cell area share: 0.2803
  – Area figure in the yosys stat output: 4178 sq um
  – Main flop type: edfxtp_1
  – Ys async rst share: 0.02740
  – Yosys cell count: ~470
  – Largest area contributor in the netlist: edfxtp_1

Clock network
  – Postcts setup bufs: 0
  – PostCTS Resize Cnt: 0
  – Clk buf depth: 2
  – CTS Hold Bufs: 0
  – CTS H-tree lvls: 2
  – Total CTS buffers: 5
  – CTS Root Cell: clkbuf_8

Status
  – Failed at: clock tree synthesis
  – Status: stopped before the end
  – Err: [error] [KeplerFormal.cpp:679] Workflow failed: Iso has multiple drivers: .sda0, sda$_DFFE_PP0P_.Q0

Die
  – Row count: 36
  – Pre-Place Util: 0.4197
  – Die Span Y: 104.2 um
  – I/O pin count: 23
  – Die X: 104.2 um

Timing
  – Register pins left without a clock: 40
  – Endpoints left unconstrained: 80

Place
  – Placed Cells: 592
  – IO buf count: 14
  – Area of placed instances: 4398 sq um
  – Hpwl dp: ~5.5 mm
  – GP Congestion: 0.8308
## cells in the mapped netlist, drive strengths merged, types with 3 or more instances
library cell   n
nand3         21
a21oi         15
and4           6
and3           8
nand2         26
dfxtp         32
edfxtp        39
nor4          33
nor2b          4
buf           11
clkbuf        19
xnor2         44
nor2          82
or3            5
xor2          16
nand2b         3
nand4         11
nor4bb         3
o211ai         3
inv           18
o21ai          8
nor3          14
or4            7
o22ai          3
## per-stage QoR
step	util	worst slack [ns]
2_1_floorplan	-	3.839
3_3_place_gp	0.4418	3.585
3_5_place_dp	0.4418	3.603
## logic make-up after synthesis
logic type	after synthesis	synth area share
AND-OR/OR-AND	45	0.06859
XOR/XNOR	60	0.1258
adder cells (fa/ha/maj)	3	0.008385
buffers and inverters	48	0.05151
flip-flops	73	0.4456
multiplexers	5	0.01557
other	1	0.0008976
AND/OR/NAND/NOR	230	0.2836
